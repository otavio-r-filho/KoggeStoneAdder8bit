===== /design/flow/run.sh =====
#!/bin/bash
# OpenROAD 26Q1-2900-gdf79404cd8, Yosys 0.63+post, stock flow scripts
make -C /OpenROAD-flow-scripts/flow DESIGN_CONFIG=/design/flow/config.mk WORK_HOME=/design/flow/orfs finish

===== /design/flow/config.mk =====
export PLATFORM = sky130hd
export DESIGN_NAME = KoggeStoneAdder8bit
export DESIGN_NICKNAME = KoggeStoneAdder8bit
export VERILOG_FILES = /design/flow/design.v
export SDC_FILE = /design/flow/constraint.sdc
export NUM_CORES = 4
export LEC_CHECK = 1
export CORE_AREA = 10 10 76 76
export DIE_AREA = 0 0 86 86

===== /design/flow/constraint.sdc =====
current_design KoggeStoneAdder8bit

set clk_period 4.6
set clk_io_pct 0.2

create_clock -name clk0 -period $clk_period [get_ports {clk}]

set non_clock_inputs [all_inputs -no_clocks]
set_input_delay [expr $clk_period * $clk_io_pct] -clock clk0 $non_clock_inputs
set_output_delay [expr $clk_period * $clk_io_pct] -clock clk0 [all_outputs]

===== /design/flow/design.v =====
module EntryBox(Ai, Bi, Pi, Gi);
  input Ai, Bi;
  output Pi, Gi;
  wire Pi, Gi;
  xor(Pi, Ai, Bi);
  and(Gi, Ai, Bi);
endmodule
module GenerateBox(Pi, Gi, Gki, G);
  input Pi, Gi, Gki;
  output G;
  wire G;
  wire w1, w2;
  and(w1, Pi, Gki);
  or(G, w1, Gi);
endmodule
module KoggeStoneAdder8bit(clk, rst, A, B, Ci, S, Co);
  input clk, rst, Ci;
  input [7:0] A, B;
  output [7:0] S;
  output Co;
  reg [7:0] S;
  reg Co;
  wire P00, P01, P02, P03, P04, P05, P06, P07;
  wire G00, G01, G02, G03, G04, G05, G06, G07;
  wire P11, P12, P13, P14, P15, P16, P17;
  wire G10, G11, G12, G13, G14, G15, G16, G17;
  wire P23, P24, P25, P26, P27;
  wire G21, G22, G23, G24, G25, G26, G27;
  wire P37;
  wire G33, G34, G35, G36;
  wire [7:0] ws;
  wire wCo;
  EntryBox E0(.Ai(A[0]), .Bi(B[0]), .Pi(P00), .Gi(G00));
  EntryBox E1(.Ai(A[1]), .Bi(B[1]), .Pi(P01), .Gi(G01));
  EntryBox E2(.Ai(A[2]), .Bi(B[2]), .Pi(P02), .Gi(G02));
  EntryBox E3(.Ai(A[3]), .Bi(B[3]), .Pi(P03), .Gi(G03));
  EntryBox E4(.Ai(A[4]), .Bi(B[4]), .Pi(P04), .Gi(G04));
  EntryBox E5(.Ai(A[5]), .Bi(B[5]), .Pi(P05), .Gi(G05));
  EntryBox E6(.Ai(A[6]), .Bi(B[6]), .Pi(P06), .Gi(G06));
  EntryBox E7(.Ai(A[7]), .Bi(B[7]), .Pi(P07), .Gi(G07));
  GenerateBox  GB10 (.Pi(P00), .Gi(G00), .Gki(Ci),  .G(G10));
  PropagateBox PB11 (.Pi(P01), .Gi(G01), .Pki(P00), .Gki(G00), .P(P11), .G(G11));
  PropagateBox PB12 (.Pi(P02), .Gi(G02), .Pki(P01), .Gki(G01), .P(P12), .G(G12));
  PropagateBox PB13 (.Pi(P03), .Gi(G03), .Pki(P02), .Gki(G02), .P(P13), .G(G13));
  PropagateBox PB14 (.Pi(P04), .Gi(G04), .Pki(P03), .Gki(G03), .P(P14), .G(G14));
  PropagateBox PB15 (.Pi(P05), .Gi(G05), .Pki(P04), .Gki(G04), .P(P15), .G(G15));
  PropagateBox PB16 (.Pi(P06), .Gi(G06), .Pki(P05), .Gki(G05), .P(P16), .G(G16));
  PropagateBox PB17 (.Pi(P07), .Gi(G07), .Pki(P06), .Gki(G06), .P(P17), .G(G17));
  GenerateBox  GB21 (.Pi(P11), .Gi(G11), .Gki(Ci),  .G(G21));
  GenerateBox  GB22 (.Pi(P12), .Gi(G12), .Gki(G10), .G(G22));
  PropagateBox PB23 (.Pi(P13), .Gi(G13), .Pki(P11), .Gki(G11), .P(P23), .G(G23));
  PropagateBox PB24 (.Pi(P14), .Gi(G14), .Pki(P12), .Gki(G12), .P(P24), .G(G24));
  PropagateBox PB25 (.Pi(P15), .Gi(G15), .Pki(P13), .Gki(G13), .P(P25), .G(G25));
  PropagateBox PB26 (.Pi(P16), .Gi(G16), .Pki(P14), .Gki(G14), .P(P26), .G(G26));
  PropagateBox PB27 (.Pi(P17), .Gi(G17), .Pki(P15), .Gki(G15), .P(P27), .G(G27));
  GenerateBox  GB33 (.Pi(P23), .Gi(G23), .Gki(Ci),  .G(G33));
  GenerateBox  GB34 (.Pi(P24), .Gi(G24), .Gki(G10), .G(G34));
  GenerateBox  GB35 (.Pi(P25), .Gi(G25), .Gki(G21), .G(G35));
  GenerateBox  GB36 (.Pi(P26), .Gi(G26), .Gki(G22), .G(G36));
  PropagateBox PB37 (.Pi(P27), .Gi(G27), .Pki(P23), .Gki(G23), .P(P37), .G(G37));
  GenerateBox  GB47 (.Pi(P37), .Gi(G37), .Gki(Ci), .G(wCo)); 
  SumBlock S0(.Pi(P00), .Gki(Ci),  .Si(ws[0]));
  SumBlock S1(.Pi(P01), .Gki(G10), .Si(ws[1]));
  SumBlock S2(.Pi(P02), .Gki(G21), .Si(ws[2]));
  SumBlock S3(.Pi(P03), .Gki(G22), .Si(ws[3]));
  SumBlock S4(.Pi(P04), .Gki(G33), .Si(ws[4]));
  SumBlock S5(.Pi(P05), .Gki(G34), .Si(ws[5]));
  SumBlock S6(.Pi(P06), .Gki(G35), .Si(ws[6]));
  SumBlock S7(.Pi(P07), .Gki(G36), .Si(ws[7]));
  always @(posedge clk) begin
	if(rst) begin
		S[7:0] <= 1'b0;
		Co <= 1'b0;
	end else begin
		S[7:0] <= ws[7:0];
		Co <= wCo;
	end
  end
endmodule
module PropagateBox(Pi, Gi, Pki, Gki, P, G);
  input Pi, Gi, Pki, Gki;
  output P, G;
  wire P, G;
  and(P, Pi, Pki);  
  GenerateBox gbox(.Pi(Pi), .Gi(Gi), .Gki(Gki), .G(G));
endmodule
module SumBlock(Pi, Gki, Si);
  input Pi, Gki;
  output Si;
  wire Si;
  xor(Si, Pi, Gki);
endmodule

==> results.cfg <==
; synthesis and place-and-route metrics
[outcome]
outcome = finished clean

[worst_setup_path]
cp_top_family = buffers and inverters
required_ns = 4.71
path_cells = clkdlybuf4s50_1, inv_1, fa_1, nor2b_4, o2111ai_2, nand4b_1, o31ai_2, mux2_1
startpoint_type = primary input
crit_path_start = A[0]
path_class = primary input to register
cp-end-kind = register
cp_max_fo = 3
slowest_delay_ns = 0.49
worst-path-buf-inv = 2
worst_ep_arrival_time_ns = 2.74
crit_slowest_cell = clkdlybuf4s50_1

[clocking]
root_buffer = clkbuf_8
hold_buffers = 0
cts_setup_buffers = 0
cts_buffers = 3
htree_num_levels = 1
cts_buffer_depth = 2
cts_tree = yes
clk_pin_slew_ns = 0.04
numClockSinks = 9
ctsResizeCount = 0

[power]
power.leakage_nw = 0.383
power_density_mw_per_mm2 = 273
worst_ir_drop_vdd_mv = 0.0649

[final_timing]
period_needed_ns = 2.63
fin_crit_sh_pct = 57.2
hold_viol = 0
worstMarginPinSlew_ns = 0.348
setup_viol = 0
setup-tns-final_ns = 0
slew_viol_final = 0
max_freq_ghz = 0.380
rsz0062_at_grt = false
slew_headroom_pct = 76.7

[yosys]
synth_stat.cells = 65
synth_top_area_share_pct = 31.0
ys_ff = 9
edf_count = 0
async_flop_share_pct = 0
area_leaders = dfxtp_1 (31%), ha_1 (17%), nor2_1 (6.5%)
synth_cell_types = 24
avgSynthCellArea_sq_um = 8.93
netlist_area_sq_um = 581
yosys_area_sq_um = 581
synth_warnings = 2
top_area_cell = dfxtp_1
ys_seq_share_pct = 31.0
ys.flop_type = dfxtp_1
syn_inst = 65

[detailed_routing]
drt-total-wl_mm = 1.48
drt_first_pass_iters = 2
wl_per_cell_microns = 10.2
ant_nets = 0
drc = 0
dr.first_iter.drc_count = 11
viasPerCell = 3.69
detailroute.via_count = 535
antennaDiodeCount = 0

[placement]
dp_hpwl_mm = 1.36
port_buffers = 27
gp_congestion = 0.728

[global_routing]
first_global_vias = 595
overflow = 0
grt_use_total_pct = 3.95
antenna_found_initial = 0
grt_max_degree = 11
grt_pass1_wl_mm = 2.42

[min_path]
hp-class = primary input to register
hp-start = B[0]

[flow_run]
warning_count = 25
max-cap-violations = 0

[floorplan]
rows = 23
chip_area_sq_mm = 0.00740
design.core.area_sq_mm = 0.00412
die_h_microns = 86
boundaryPins = 28
fp_util_pct = 14.1
die_w_microns = 86

[layout]
drive_above_1_share_pct = 6.32
n_fill_cell = 431
syn2layout_area_growth_pct = 64.4
fin_util_pct = 23.2
registers in the layout, indices dropped and copies added (netlist names):
name / count
S: 8
Co: 1
per-stage QoR:
step                      hold slack (ns)  area, sq um  setup slack [ns]  instances  power (mW)
after CTS                            1.45          955              1.97        145       0.266
final                                1.45          955              1.97        145       0.261
after floorplan                      1.18          581              2.28         65       0.133
after global placement               1.59          910              1.77        141       0.176
after global routing                 1.48          955              1.86        145       0.280
after detailed placement             1.60          910              1.72        141       0.177
worst paths after layout:
| path | to | depth (start not counted) |
|---|---|---|
| min | S[0] | 4 |
| max | S[7] | 8 |
cells by family (layout without fill, tap and decap cells):
kind of cell / count (synthesis) / in the layout / synth area share [%]
and+or+nand+nor: 23 / 23 / 19.6
AOI/OAI and AO/OA: 14 / 14 / 17.5
adders and majority gates: 9 / 9 / 20.7
DFF: 9 / 9 / 31.0
buffers and inverters: 5 / 35 / 3.23
xor gates and xnor gates: 4 / 4 / 6.04
muxes: 1 / 1 / 1.94
synthesized netlist by cell type (all sizes together) (2+ instances only):
library cell,n
nor2,10
dfxtp,9
ha,8
o21ai,5
inv,4
nand2,4
nor2b,3
nor3,3
a211oi,2
a21oi,2
xnor2,2
xor2,2
report_power, final:
group / total (mW) / switching, mW / internal, mW
combinational: 0.0834 / 0.0318 / 0.0517
sequential: 0.0903 / 0.00214 / 0.0882
clock: 0.0868 / 0.0268 / 0.0600
cell type report:
type                            instances  area, sq um  area share (%)
Timing Repair Buffer                   27          270            28.3
Tap cell                               50         62.6            6.55
Sequential cell                         9          180            18.9
Multi-Input combinational cell         51          382            40.0
Inverter                                4         15.0            1.57
Clock buffer                            4         45.0            4.72
placed cells by master (no fill, tap or decap), types with 2 or more instances in the layout:
cell,n
clkdlybuf4s50_1,27
nor2_1,10
dfxtp_1,9
ha_1,8
o21ai_0,5
inv_1,4
nand2_1,4
nor3_1,3
clkbuf_8,3
nor2b_1,2
a211oi_1,2
a21oi_1,2
xor2_1,2
xnor2_1,2
per-layer routing:
metal | vias up | share of wire [%] | GRT usage (%)
li1 | 288 | - | -
met4 | 0 | 1.2 | 0.898
met5 | - | 0 | 0
met3 | 4 | 14 | 2.48
met1 | 228 | 36 | 3.67
met2 | 15 | 49 | 7.10
Power figures rest on the tool's default switching activity, not on a simulated workload.
